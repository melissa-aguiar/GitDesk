===== flow/run.sh =====
#!/bin/bash
# OpenROAD 26Q1-2900-gdf79404cd8, Yosys 0.63+post, stock flow scripts
make -C /OpenROAD-flow-scripts/flow DESIGN_CONFIG=/design/flow/config.mk WORK_HOME=/design/flow/orfs finish

===== flow/config.mk =====
export PLATFORM = sky130hd
export DESIGN_NAME = stack
export DESIGN_NICKNAME = stack
export VERILOG_FILES = /design/flow/design.v
export SDC_FILE = /design/flow/constraint.sdc
export NUM_CORES = 4
export LEC_CHECK = 1
export CORE_AREA = 10 10 99 99
export DIE_AREA = 0 0 109 109

===== flow/constraint.sdc =====
current_design stack

set clk_period 2.1
set clk_io_pct 0.2

create_clock -name clk0 -period $clk_period [get_ports {clk}]

set non_clock_inputs [all_inputs -no_clocks]
set_input_delay [expr $clk_period * $clk_io_pct] -clock clk0 $non_clock_inputs
set_output_delay [expr $clk_period * $clk_io_pct] -clock clk0 [all_outputs]

===== flow/design.v =====
module stack
#(
	parameter             NADDR = 7,
	parameter [NADDR-1:0] DEPTH = 2,
	parameter             NBITS = 8
)
(
	input                  clk, rst,
	input                  push, pop,
	input      [NBITS-1:0] in,
	output reg [NBITS-1:0] out
);
reg [NBITS-1:0] mem [DEPTH-1:0];
reg         [NADDR-1:0] cnt = DEPTH-{{NADDR-1{1'b0}}, {1'b1}};
wire signed [NADDR-1:0] pm  = (push) ? -{{NADDR-1{1'b0}}, {1'b1}} : {{NADDR-1{1'b0}}, {1'b1}};
always @ (posedge clk or posedge rst) begin
	if (rst)
		cnt <= DEPTH-{{NADDR-1{1'b0}}, {1'b1}};
	else if (push | pop)
		cnt <= cnt + pm;
end
always @ (posedge clk) begin
	if (push) mem[cnt] <= in;
end 
always @ (posedge clk) begin
	out <= mem[cnt + {{$clog2(DEPTH)-1{1'b0}}, {1'b1}} + pop];
end 
endmodule 

==> Slide: Implementation Results <==
Implementation Results

Status
  • Result of the run: completed

Clocking
  • Maximum level of the CTS H-tree: 1
  • Latest clock arrival within the worst-skew pair: 0.26 ns
  • CTS Root Buffer Type: sky130_fd_sc_hd__clkbuf_8
  • Number of CTS-inserted buffers: 3
  • Count of clock tree sinks: 25
  • CTS resizes: 0
  • CTS tree: done
  • Hold_buf cts: 0
  • Maximum number of buffers from clock root to sink: 2
  • Clock-pin transition on the worst setup and hold timing paths: 0.08 ns
  • Post-CTS Setup Bufs: 0

Timing
  • Final worst setup slack: 0.617 ns
  • Number of failing hold endpoints at the final stage: 0
  • Max-slew violations: 0
  • Setup skew after layout: 0.00371 ns
  • Max-slew headroom: 78.8%
  • Fin crit period: 1.48 ns
  • Setup tns final: 0 ns
  • Final number of setup-violating endpoints: 0
  • Hold slack: 0.452 ns
  • Worst slew pin tran: 0.319 ns
  • Highest Clock Rate: 674 MHz
  • Final period utilization: 70.6%
  • Unrepaired setup endpoints after global routing: false

Logic synthesis
  • Chip area from the yosys synthesis statistics: 817 sq um
  • Total of warnings raised by yosys: 1
  • Synthesized instance count: 39
  • Share of Yosys cell area claimed by the top area cell type: 58.8%
  • Post-synthesis sequential area ratio: 81.6%
  • Synth Area per Inst: 20.9 sq um
  • Cell count in the Yosys report: 39
  • Number of synthesized register bits: 25
  • Unique cell type count in the Yosys netlist: 10
  • Cell type with the largest total area: sky130_fd_sc_hd__edfxtp_1
  • Cell area after technology mapping: 817 sq um
  • Main area contributors: sky130_fd_sc_hd__edfxtp_1 (59%), sky130_fd_sc_hd__dfxtp_1 (20%), sky130_fd_sc_hd__mux2_2 (11%)

Detailed routing
  • DRC violation count after routing: 0
  • Post-route ant nets: 0
  • Detailed-route via count: 379
  • Number of diodes: 0
  • Starting DRT DRC Count: 12
  • Detailed Routing Iterations Pass 1: 2
  • Total Routed Length: 1490 um
  • Wire length per cell: 9.07 um
  • Via density per instance: 2.31

Setup path
  • Family of cells with the greatest summed delay on the critical path: buffers and inverters
  • Max stage delay on crit path: 0.50 ns
  • Crit start category: input pin
  • Crit-path max FO: 8
  • Worst path buffer plus inverter count: 1
  • Standard cell with the maximum stage delay on the critical path: sky130_fd_sc_hd__clkdlybuf4s50_1
  • Cells traversed along the worst timing path: clkdlybuf4s50_1 > xnor2_4 > mux2_2
  • Endpoint kind of the worst setup timing path: flop
  • Arrival time at the worst endpoint: 1.64 ns
  • Required time at the endpoint of the critical path: 2.25 ns
  • Setup Crit Path Kind: input pin to flop

Global routing
  • Via count of the first global-routing pass: 426
  • Antenna violations before repair: 0
  • Largest net degree at the start of global routing: 15
  • First-pass GRT wire length: 2190 um
  • Gr usage total: 2.54%
  • Congestion Overflow GR: 0

Floorplan
  • Std cell rows: 32
  • Height of the die: 109 um
  • Die width: 109 um
  • Area of the placeable core: 7730 sq um
  • Number of I/O pins: 20
  • Floorplan core density: 10.6%
  • Area enclosed by the die boundary: 11900 sq um

Power and ir drop
  • Highest ir drop seen on vdd: 452 uV
  • Power Dens Cells: 1140 nW/um^2
  • Static leakage: 0.386 nW
  • Tot Pwr: 0.00135 W

Finish
  • Sequential cell area in the final layout: 667 sq um
  • Layout cells sized above 1: 25.8%
  • Final instance area: 1180 sq um
  • Filler cell count in the final layout: 839
  • Post-synthesis to final-layout area growth: 44.6%
  • Combined area of the multi-input logic cells: 146 sq um

Place
  • Input/output buffers: 19
  • Placement-stage cell area: 1130 sq um
  • Routability congestion estimate from global placement: 0.653
  • Placed wire-length estimate: 1200 um
  • Worst setup timing slack at the placement stage: 0.326 ns

Flow run
  • Number of warnings the tools reported: 25
  • Number of maximum-capacitance violations: 0

Min path
  • Class of the tightest hold or removal check: input pin to asynchronous set/reset pin
## layout by cell type (no fill, tap or decap)
cell type	n
sky130_fd_sc_hd__dfxtp_1	8
sky130_fd_sc_hd__and2b_2	1
sky130_fd_sc_hd__xnor2_1	1
sky130_fd_sc_hd__dfstp_2	1
sky130_fd_sc_hd__clkdlybuf4s50_1	19
sky130_fd_sc_hd__clkbuf_8	3
sky130_fd_sc_hd__mux2_2	8
sky130_fd_sc_hd__inv_1	1
sky130_fd_sc_hd__xnor2_4	1
sky130_fd_sc_hd__edfxtp_1	16
sky130_fd_sc_hd__clkinv_2	1
sky130_fd_sc_hd__and2_2	1
sky130_fd_sc_hd__nor2_1	1
## where the power goes
| group | internal, W | leakage (nW) | switching [W] | total (W) |
|---|---|---|---|---|
| sequential | 0.000680 | 0.228 | 0.0000482 | 0.000728 |
| combinational | 0.000242 | 0.132 | 0.000111 | 0.000354 |
| clock | 0.000132 | 0.0255 | 0.000136 | 0.000268 |
## worst register-to-register path: stages (launching register included)
cell and delay (ns):
sky130_fd_sc_hd__dfstp_2 0.60, sky130_fd_sc_hd__xnor2_4 0.20, sky130_fd_sc_hd__mux2_2 0.39
## logic make-up after synthesis
logic type,count (synthesis),share of synthesized area [%]
xor gates and xnor gates,2,4.44
buffers and inverters,1,0.459
DFF,25,81.6
muxes,8,11.0
and+or+nand+nor,3,2.45
## cells in the mapped netlist, drive strengths merged
master,count
edfxtp,16
mux2,8
and2b,1
nor2,1
dfxtp,8
inv,1
xnor2,2
and2,1
dfstp,1
## per-layer routing
metal / up-vias / share of wire (%) / global-route usage, %
li1: 185 / - / -
met1: 178 / 37 / 2.58
met2: 14 / 53 / 4.46
met3: 2 / 9.5 / 1.61
met4: 0 / 0.81 / 0.282
met5: - / 0 / 0
## flip-flops by register name (all words and copies together), names as in the netlist
register and cells:
cnt 1, out 8, mem 16
## final timing paths
path | slack, ns | endpoint | start | depth (start not counted)
max | 0.62 | out[7] | pop | 3
min | 0.45 | cnt[0] | rst | 2
max reg2reg | 0.81 | out[7] | cnt[0] | 2
min reg2reg | 0.47 | out[6] | mem[0][6] | 1
max in group asynchronous | 1.63 | cnt[0] | rst | 2
min in group clk0 | 0.47 | out[6] | mem[0][6] | 1
## final cells by class
class | instances | area share, %
Sequential cell | 25 | 56.5
Timing Repair Buffer | 19 | 16.1
Multi-Input combinational cell | 13 | 12.4
Tap cell | 102 | 10.8
Clock buffer | 3 | 3.50
Clock inverter | 1 | 0.424
Inverter | 1 | 0.318
## metrics by stage
step | utilization [%] | cells
2_1_floorplan | - | 39
3_3_place_gp | 14.7 | 160
3_5_place_dp | 14.7 | 160
4_1_cts | 15.3 | 164
5_1_grt | 15.3 | 164
6_report | 15.3 | 164
Power and IR drop assume default switching activity.
